File: ./run.sh
#!/bin/bash
# OpenROAD 26Q1-2900-gdf79404cd8, Yosys 0.63+post, stock flow scripts
make -C /OpenROAD-flow-scripts/flow DESIGN_CONFIG=/design/flow/config.mk WORK_HOME=/design/flow/orfs finish
File: ./config.mk
export PLATFORM = sky130hd
export DESIGN_NAME = display
export DESIGN_NICKNAME = display
export VERILOG_FILES = /design/flow/design.v
export SDC_FILE = /design/flow/constraint.sdc
export NUM_CORES = 4
export LEC_CHECK = 1
export CORE_AREA = 10 10 86 86
export DIE_AREA = 0 0 96 96
File: ./constraint.sdc
current_design display

set clk_period 4.1
set clk_io_pct 0.2

create_clock -name clk0 -period $clk_period [get_ports {clk}]

set non_clock_inputs [all_inputs -no_clocks]
set_input_delay [expr $clk_period * $clk_io_pct] -clock clk0 $non_clock_inputs
set_output_delay [expr $clk_period * $clk_io_pct] -clock clk0 [all_outputs]
File: ./design.v
module migacz(
	input clk,
	input migaj,
	output miganie
);
reg miganiex = 0;
reg miganiexx = 0;
reg[9:0] licz = 0;
reg[9:0] nlicz = 0;
always@( posedge clk )begin
	licz <= nlicz;
	miganiex <= miganiexx;
end
always@( * )begin
	nlicz = 0;
	miganiexx = miganiex;
	if(~migaj) begin
		nlicz = licz + 1;
		if(nlicz == 0)begin
			miganiexx = ~miganiex;
		end
	end else
	begin
		miganiexx = 0;
	end
end
assign miganie = miganiexx;
endmodule
module krop(
	input miganie,
	input on,
	input mode,
	input[3:0] rendered,
	output kropka
);
reg out=1;
always@( * )begin
	if(on && (~miganie) )begin
		if(~mode)begin
			case(rendered)
				0: out = 0;
				1: out = 1;
				2: out = 0;
				3: out = 1;
				default: out = 1;
			endcase
		end else
		begin
			case(rendered)
				0: out = 1;
				1: out = 1;
				2: out = 1;
				3: out = 0;
				default: out = 1;
			endcase
		end
	end else
	begin
		out = 1;
	end
end
assign kropka = out;
endmodule
module display(
	input clk,
	input[6:0] number1,
	input[6:0] number2,
	input[6:0] number3,
	input[6:0] number4,
	output[1:0] rendered,
	output[6:0] fnumber,
	output displaying,
	output[3:0] select
);
reg[6:0] fnumberx;
reg[3:0] ssselect = 4'd0;
reg[3:0] sselect;
reg[1:0] numx=2'd0;
reg[1:0] nnumx=2'd0;
reg savebit=0;
reg display=0;
always@(posedge clk)begin
	fnumberx <= ffnumberx;
	sselect <= ssselect;
	numx <= nnumx;
	pik <=npik;
end
reg[6:0] ffnumberx;
reg[6:0] fffnumberx;
reg[8:0] pik = 0;
reg[8:0] npik = 0;
always@( * )begin
	npik = pik + 1;
	nnumx = numx;
	ssselect = 4'b1111;
	ffnumberx = fnumberx;
	ssselect = sselect;
	case(nnumx)
		0: ssselect = 4'b1110;
		1: ssselect = 4'b1101;
		2: ssselect = 4'b1011;
		3: ssselect = 4'b0111; 
	endcase
	if(npik == 0)begin
		nnumx = numx + 1;
		case(nnumx)
			0: ffnumberx = number1;
			1: ffnumberx = number2;
			2: ffnumberx = number3;
			3: ffnumberx = number4;
		endcase
	end
	if(npik > 127) begin
		display = 1;
		fffnumberx = ffnumberx;
	end else
	begin
		display = 0;
		fffnumberx = 7'b1111111;
	end
end
assign rendered = nnumx;
assign fnumber = fffnumberx;
assign select = ssselect;
assign displaying = display;
endmodule
module seg7(
	input[3:0] cyfra,
	input restarted,
	output[6:0] led
);
reg[6:0] seg;
always@( * )begin
	if(restarted)begin
		seg = 7'b1111110;
	end else
	begin
		case(cyfra) 
			4'd0 : seg = 7'b0000001;
			4'd1 : seg = 7'b1001111;
			4'd2 : seg = 7'b0010010;
			4'd3 : seg = 7'b0000110;
			4'd4 : seg = 7'b1001100;
			4'd5 : seg = 7'b0100100;
			4'd6 : seg = 7'b0100000;
			4'd7 : seg = 7'b0001111;
			4'd8 : seg = 7'b0000000;
			4'd9 : seg = 7'b0000100;
			4'd10 : seg = 7'b1111110; 
			default : seg = 7'b1111111; 
		endcase
	end
end
assign led = seg;
endmodule
==> results.py <==
# Auto-generated metrics
metrics = {
    "flow_run": {
        "stage_log_warnings": 31,
        "drv_cap": 0,
    },
    "clocking": {
        "cts-hold-fix-buffers": 0,
        "htree_levels": 1,
        "cts_root_buf": "sky130_fd_sc_hd__clkbuf_8",
        "numClockSinks": 18,
        "cts_inserted_buffers": 3,
        "cts.repair_timing.setup_buffer_count": 0,
        "postCtsResizedCells": 0,
        "cts_tree": "built",
        "clockBufferDepth": 2,
        "cts.reportedPaths.clkPinSlew_ns": 0.07,
        "clock.latency.late_pin_ns": 0.25,
    },
    "logic_synthesis": {
        "synth.cell_area_um2": 1071,
        "synth_top_cell_by_area": "sky130_fd_sc_hd__dfxtp_1",
        "synth.ff_latch_count": 18,
        "syn_area_per_cell_um2": 9.563,
        "ys_top_cells_by_area": "sky130_fd_sc_hd__dfxtp_1 34%, sky130_fd_sc_hd__ha_1 9.3%, sky130_fd_sc_hd__mux2_2 8.4%",
        "synth_top_area_share_pct": 33.64,
        "synth_cell_type_count": 24,
        "synth.yosys.warnings": 1,
        "ys_cells": 112,
        "ys_area_um2": 1071,
        "sequential_area_share_after_synthesis_pct": 33.64,
        "syn_inst": 112,
    },
    "routing": {
        "routed_wire_length_per_instance_um": 13.01,
        "post_drt_via_cell_ratio": 4.031,
        "count_of_unresolved_drc_violations_after_routing": 0,
        "detailedRoute.firstPassIterationCount": 5,
        "route.vias.total": 903,
        "dr.first_iter.drc_count": 57,
        "antennaDiodeCount": 0,
        "route.antenna.remaining_nets": 0,
        "wl_um": 2914,
    },
    "die": {
        "horizontal_extent_of_the_die_um": 96,
        "initial_cell_density_of_the_core_pct": 19.33,
        "boundaryPins": 43,
        "rows": 27,
        "die-area_um2": 9216,
        "core_area_um2": 5540,
        "fp.dieH_um": 96,
    },
    "layout": {
        "seq_area_um2": 360.3,
        "final_core_utilization_pct": 29.09,
        "area.combinational_um2": 644.4,
        "postLayoutCellArea_um2": 1612,
        "share_of_layout_cells_above_drive_strength_1_pct": 12.50,
        "fillerInstances": 591,
        "area.growth.synth_to_final_pct": 50.47,
    },
    "worst_setup_path": {
        "cpMaxStageDelayCell": "sky130_fd_sc_hd__clkdlybuf4s50_1",
        "critical_path.reg2reg.endpoint": "numx[1]$_DFF_P_",
        "ff2ff_setup_slack_ns": 1.98,
        "critPathCapture": "rendered[1]",
        "timing.critical_path.to_type": "output pin",
        "critPathTopFamily": "simple AND/OR/NAND/NOR gates",
        "critPathLaunchType": "register",
        "worst-endpoint-arrival_ns": 2.68,
        "critical_path_required_ns": 3.28,
        "worstSetupPathDepth": 7,
        "setup.worst_path.start": "pik[0]$_DFF_P_",
        "timing_worst_setup_path_type": "reg -> out",
        "cp_cell_sequence": "ha_1 -> nand3_1 -> nor3_1 -> o21a_1 -> nand4_4 -> mux2_2 -> clkdlybuf4s50_1",
        "worst-r2r-cell-count": 6,
        "cpPeakStageDelay_ns": 0.47,
        "cp.buffers_inverters": 1,
        "worst_r2r_startpoint": "pik[0]$_DFF_P_",
        "critPathMaxFanout": 9,
    },
    "power_and_ir_drop": {
        "static-leakage-power_nw": 0.6181,
        "ir_drop_mv": 0.1187,
        "power_density_nw_per_um2": 216.8,
        "power_mw": 0.3494,
    },
    "placement": {
        "gp_routability_congestion": 0.7689,
        "post_dp_cell_area_um2": 1556,
        "buffer_ports.inserted": 42,
        "hpwlAfterDp_um": 2359,
    },
    "sta": {
        "max_freq_mhz": 285.5,
        "minimum_period_implied_by_the_final_worst_setup_slack_ns": 3.502,
        "setup_tns_ns": 0,
        "finalSetupViolCount": 0,
        "relSlewSlack_pct": 62.34,
        "fin_skew_ns": 0.003618,
        "report.final.slew_viol_count": 0,
        "grt_setup_unrepaired": "no",
        "finalHoldViolCount": 0,
        "finalCritPeriodShare_pct": 85.43,
        "worst_slew_pin_slew_ns": 0.5609,
    },
    "run_status": {
        "outcome": "finished, final reports clean",
    },
    "global_routing": {
        "grt_util_all_layers_pct": 5.850,
        "grt_start_max_net_pins": 15,
        "first_pass_grt_wire_length_um": 4388,
        "grt_pass1_vias": 878,
        "globalRouteOverflowTotal": 0,
        "antenna_violations_before_repair": 0,
    },
    "hold_path": {
        "min-delay-path-class": "reg -> reg",
    },
}
## placed cells by master, fill, tap and decap left out, drive strengths merged
cell type,instances
nand3,3
nand2b,7
xor2,5
xnor2,6
inv,11
nor3b,1
dfxtp,18
nor2,1
nand2,12
a222oi,7
or2,1
o21a,1
clkdlybuf4s50,42
mux2i,1
o21ai,7
clkbuf,4
nand4,2
o41ai,1
ha,8
nor3,3
a31o,1
and4,2
mux2,8
## per-layer routing
layer,global-route usage (%),part of all wire [%],vias to the layer above
met5,0,0,-
met4,1.474,1.9,0
met3,0.8648,4.3,2
met2,9.529,51,17
met1,7.954,42,412
li1,-,-,472
## final cells by class
| class | count | share of cell area, % |
|---|---|---|
| Timing Repair Buffer | 42 | 26.09 |
| Inverter | 11 | 2.562 |
| Multi-Input combinational cell | 77 | 39.98 |
| Tap cell | 72 | 5.590 |
| Clock buffer | 4 | 3.416 |
| Sequential cell | 18 | 22.36 |
## state kept, by name, indices dropped and copies added (netlist names)
| name | flops |
|---|---|
| pik | 9 |
| fnumberx | 7 |
| numx | 2 |
## report_power, final
group          internal (mW)  switching (mW)
Clock                 0.0854          0.0626
Combinational         0.0231         0.00371
Sequential             0.175               0
## cell usage after synthesis
| library cell | number |
|---|---|
| sky130_fd_sc_hd__buf_2 | 2 |
| sky130_fd_sc_hd__or2_2 | 1 |
| sky130_fd_sc_hd__nand2b_1 | 7 |
| sky130_fd_sc_hd__dfxtp_1 | 18 |
| sky130_fd_sc_hd__xor2_1 | 5 |
| sky130_fd_sc_hd__nand4_4 | 1 |
| sky130_fd_sc_hd__o41ai_4 | 1 |
| sky130_fd_sc_hd__o21ai_0 | 7 |
| sky130_fd_sc_hd__nor2_1 | 1 |
| sky130_fd_sc_hd__nand3_1 | 3 |
| sky130_fd_sc_hd__inv_1 | 11 |
| sky130_fd_sc_hd__a222oi_1 | 7 |
| sky130_fd_sc_hd__o21a_1 | 1 |
| sky130_fd_sc_hd__mux2i_4 | 1 |
| sky130_fd_sc_hd__and4_4 | 2 |
| sky130_fd_sc_hd__a31o_2 | 1 |
| sky130_fd_sc_hd__nor3b_1 | 1 |
| sky130_fd_sc_hd__xnor2_1 | 6 |
| sky130_fd_sc_hd__nand2_1 | 12 |
| sky130_fd_sc_hd__ha_1 | 8 |
| sky130_fd_sc_hd__nor3_1 | 3 |
| sky130_fd_sc_hd__clkbuf_1 | 4 |
| sky130_fd_sc_hd__mux2_2 | 8 |
| sky130_fd_sc_hd__nand4_1 | 1 |
## how the worst min path moves through the flow
| stage | slack, ns | from | depth (start not counted) | end |
|---|---|---|---|---|
| after CTS | 0.48 | fnumberx[6]$_DFF_P_ | 1 | fnumberx[6]$_DFF_P_ |
| after global routing | 0.49 | fnumberx[2]$_DFF_P_ | 1 | fnumberx[2]$_DFF_P_ |
| final | 0.47 | fnumberx[6]$_DFF_P_ | 1 | fnumberx[6]$_DFF_P_ |
## kinds of logic (layout without fill, tap and decap cells)
logic type | Yosys count | in the layout | share of synthesized area, %
xor+xnor | 11 | 11 | 8.995
fa+ha+maj | 8 | 8 | 9.346
simple gates | 32 | 32 | 17.41
compound gates | 17 | 17 | 13.90
buf+inv | 17 | 57 | 6.191
mux | 9 | 9 | 10.51
flops | 18 | 18 | 33.65
## per-stage QoR
step,worst slack [ns],cells,hold WS (ns)
after global routing,0.3391,224,0.4899
after detailed placement,0.9306,220,0.4579
after floorplan,1.589,112,0.4459
final,0.5975,224,0.4723
after CTS,0.5902,224,0.4751
after global placement,0.9339,220,0.4534
## worst reg2reg max path, delay by kind of cell, from the launching register on
family                   cells  cell delay, ns
AND-OR/OR-AND                1            0.19
multiplexers                 1            0.37
AND/OR/NAND/NOR              3            0.64
adder cells (fa/ha/maj)      1            0.35
flip-flops                   1            0.45
Power is estimated from default activity; no workload was simulated.
