===== config.mk =====
export PLATFORM = sky130hd
export DESIGN_NAME = count
export DESIGN_NICKNAME = count
export VERILOG_FILES = /design/flow/design.v
export SDC_FILE = /design/flow/constraint.sdc
export NUM_CORES = 4
export LEC_CHECK = 1
export CORE_UTILIZATION = 40

===== constraint.sdc =====
current_design count

set clk_period 7.7
set clk_io_pct 0.2

create_clock -name clk0 -period $clk_period [get_ports {in}]

set non_clock_inputs [all_inputs -no_clocks]
set_input_delay [expr $clk_period * $clk_io_pct] -clock clk0 $non_clock_inputs
set_output_delay [expr $clk_period * $clk_io_pct] -clock clk0 [all_outputs]

===== design.v =====
module count(
	input mode,
	input clear,
	input in,
	input on,
	output restarted,
	output[3:0] liczba0,
	output[3:0] liczba1,
	output[3:0] liczba2,
	output[3:0] liczba3,
	output[3:0] save0,
	output[3:0] save1,
	output[3:0] save2,
	output[3:0] save3,
	output[3:0] save4,
	output[3:0] save5,
	output[3:0] save6
);
reg[3:0] wliczba01 = 4'd0;
reg[3:0] wliczba0 = 4'd0;
reg[3:0] wliczba1 = 4'd0;
reg[3:0] wliczba2 = 4'd0;
reg[3:0] wliczba3 = 4'd0;
reg[3:0] nliczba0 = 4'd0;
reg[3:0] nliczba1 = 4'd0;
reg[3:0] nliczba2 = 4'd0;
reg[3:0] nliczba3 = 4'd0;
reg[3:0] nliczba4 = 4'd0;
reg[3:0] nliczba5 = 4'd0;
reg[3:0] nliczba6 = 4'd0;
reg[3:0] nnliczba0 = 4'd0;
reg[3:0] nnliczba1 = 4'd0;
reg[3:0] nnliczba2 = 4'd0;
reg[3:0] nnliczba3 = 4'd0;
reg[3:0] nnliczba4 = 4'd0;
reg[3:0] nnliczba5 = 4'd0;
reg[3:0] nnliczba6 = 4'd0;
reg restartedx = 1;
reg nrestarted = 1;
always@ (posedge in)begin
	if(~ clear && on)begin
		nliczba6 <= 0;
		nliczba5 <= 0;
		nliczba4 <= 0;
		nliczba3 <= 0;
		nliczba2 <= 0;
		nliczba1 <= 0;
		nliczba0 <= 0;
		restartedx <= 1;
	end else 
	begin
		nliczba0 <= nnliczba0;
		nliczba1 <= nnliczba1;
		nliczba2 <= nnliczba2;
		nliczba3 <= nnliczba3;
		nliczba4 <= nnliczba4;
		nliczba5 <= nnliczba5;
		nliczba6 <= nnliczba6;
		wliczba01 <= nnliczba3;
		restartedx <= nrestarted;
	end
end
always@ (*)begin
	nrestarted = restarted;
	nnliczba0 = nliczba0;
	nnliczba1 = nliczba1;
	nnliczba2 = nliczba2;
	nnliczba3 = nliczba3;
	nnliczba4 = nliczba4;
	nnliczba5 = nliczba5;
	nnliczba6 = nliczba6;
	wliczba0 = 4'd11;
	wliczba1 = 4'd11;
	wliczba2 = 4'd11;
	wliczba3 = 4'd11;
	if(~ on)begin
		nrestarted = 0;
		nnliczba0 = nliczba0 + 1;
		if(nnliczba0 >9) begin
			nnliczba0 = 0;
			nnliczba1 = nliczba1 + 1;
		end
		if(nnliczba1 >9) begin
			nnliczba1 = 0;
			nnliczba2 = nliczba2 + 1;
		end
		if(nnliczba2 >9) begin
			nnliczba2 = 0;
			nnliczba3 = nliczba3 + 1;
		end
		if(nnliczba3 >9) begin
			nnliczba3 = 0;
			nnliczba4 = nliczba4 + 1;
		end
		if(nnliczba4 >5) begin
			nnliczba4 = 0;
			nnliczba5 = nliczba5 + 1;
		end
		if(nnliczba5 >9) begin
			nnliczba5 = 0;
			nnliczba6 = nliczba6 + 1;
		end
		if(nnliczba6 >5) begin
			nnliczba6 = 0;
			nnliczba5 = 0;
			nnliczba4 = 0;
			nnliczba3 = 0;
			nnliczba2 = 0;
			nnliczba1 = 0;
			nnliczba0 = 0;
		end
	end
	if(mode)
	begin
		wliczba0 = nnliczba0;
		wliczba1 = nnliczba1;
		wliczba2 = nnliczba2;
		wliczba3 = nnliczba3;
	end
	else begin
		wliczba0 = wliczba01;
		wliczba1 = nnliczba4;
		wliczba2 = nnliczba5;
		wliczba3 = nnliczba6;
	end
end
assign restarted = restartedx;
assign liczba0 = wliczba0;
assign liczba1 = wliczba1;
assign liczba2 = wliczba2;
assign liczba3 = wliczba3;
assign save0 = nnliczba0;
assign save1 = nnliczba1;
assign save2 = nnliczba2;
assign save3 = nnliczba3;
assign save4 = nnliczba4;
assign save5 = nnliczba5;
assign save6 = nnliczba6;
endmodule

===== run.sh =====
#!/bin/bash
# OpenROAD 26Q1-2900-gdf79404cd8, Yosys 0.63+post, stock flow scripts
make -C /OpenROAD-flow-scripts/flow DESIGN_CONFIG=/design/flow/config.mk WORK_HOME=/design/flow/orfs finish

==> CHANGELOG.md <==
## Flow update

- Post-synth area hogs: dfxtp_1, nand2_1, nor2_1, a21oi_1, edfxtp_1
- Die Y: 89.4 microns
- Worst-path clk slew: 0.07 ns
- Mapped Area: 3060 sq um
- Worst skew pair latency: 0.29 ns
- Leakage: 0.00143 uW
- DRC viols: 0
- DRT Wirelength: 8830 microns
- Synth Seq Share: 0.229
- CTS tree: yes
- Fin. max-slew vios: 0
- Row cnt: 31
- Mean Syn Cell Area: 7.24 sq um
- Clk_skew: 0.00390 ns
- Yosys top cell by instances: nand2_1
- Register area: 701 sq um
- Run status: finished, final reports clean
- Syn. warnings: 1
- Setup_tns: 0 ns
- Number of port buffers: 48
- Total chip power: 556 uW
- Top cells by count: nand2_1, nor2_1, dfxtp_1
- WL/cell: 16.0 microns
- Layout area overhead: 19.3%
- Tool warning count: 26
- CTS Hold Bufs: 0
- I/O pins: 49
- Worst ir drop on vdd: 0.0772 mV
- Synth area leader: dfxtp_1
- Crit path kind: reg -> out
- Core footprint: 7330 sq um
- Crit-path max cell delay: 0.80 ns
- Setup Buffers After CTS: 0
- Final hold violation count: 0
- Fill cell count: 710
- GPL Wtd Cong: 0.878
- Longest Clk Path Bufs: 2
- Post-detail-place hpwl: 6370 microns
- Power density over cell area: 153 nW/um^2
- CP Max Fanout: 38
- Critical Path End Type: output port
- Routed Antenna Nets: 0
- Max-cap violations: 0
- EDFF count, synth: 4
- Fp util: 0.417
- Sink Count: 33
- Slew @ Worst Pin: 0.918 ns
- CP max-delay cell: mux2i_1
- CP arrival: 5.07 ns
- RSZ-0062 raised after global routing: no
- Number of global-route vias before repair: 2915
- Worst hold path class: reg -> reg
- Largest net degree at the start of global routing: 39
- Vias per cell: 6.05
- Tmin final: 6.61 ns
- Dpl ws: 1.44 ns
- Die ar.: 7990 sq um
- Final period util: 0.859
- Total CTS buffers: 5
- Via Count: 3339
- CTS resizes: 0
- Total congestion overflow: 0
- Global-route wire length before repair: 14500 microns
- Tot GR Track Use: 0.237
- Htree depth: 2
- Ys flops: 33
- Crit path cell chain: ha_1 > nand2b_1 > o21ba_4 > nor2_4 > mux2i_2 > nor3_2 > or4b_4 > nand3_2 > mux2i_1 > o31a_1 > buf_4 > nand4_1 > a31oi_1 > clkdlybuf4s50_1
- Worst Setup Start Kind: flop
- Pre-Repair DR Iteration Count: 4
- Clock Tree Root: clkbuf_8
- ANT cells: 0
- Dominant flop cell: dfxtp_1
- Top-area cell share: 0.190
- # Cells Yosys: 422
- # setup viols final: 0
- Final setup margin: 1.09 ns
- Distinct cells, synth: 77
- Layout cell share with drive strength beyond 1: 0.0728
- Slew Limit Headroom: 0.371
- Iter 0 DRT Violations: 181
- Post-Synthesis Cells: 422
- Critical Path RT: 6.16 ns
- YS chip area: 3060 sq um
- Peak Freq: 151 MHz
- Ys async rst share: 0
- Die Wd: 89.4 microns
- WHS: 0.449 ns
- Initial antenna violation count: 0
- Area of the multi-input gates: 2140 sq um
-- worst paths after layout --
| path | startpoint | end | slack, ns | depth (start not counted) |
|---|---|---|---|---|
| max | nliczba0[1] | liczba2[0] | 1.09 | 14 |
| min | restartedx | restartedx | 0.45 | 2 |
| max reg2reg | nliczba0[1] | wliczba01[0] | 3.30 | 13 |
| min reg2reg | restartedx | restartedx | 0.45 | 2 |
-- cell families after synthesis --
group | count (synthesis) | synth area share
adders and majority gates | 8 | 0.0328
muxes | 7 | 0.0246
and+or+nand+nor | 180 | 0.304
AOI/OAI and AO/OA | 136 | 0.320
buffers and inverters | 52 | 0.0721
DFF | 33 | 0.229
xor gates and xnor gates | 6 | 0.0172
-- cells in the final DEF (no fill, tap or decap), types with 4 or more instances in the layout --
master,count
clkdlybuf4s50_1,48
nand2_1,42
nor2_1,40
dfxtp_1,29
a21oi_1,24
inv_1,21
nand3_1,20
o21ai_0,19
a31oi_1,19
nor3_1,17
a32oi_1,13
nand4_1,11
and3_1,9
and2_1,8
ha_1,8
nand2b_1,6
a41oi_1,6
a211oi_1,5
mux2i_1,5
clkbuf_8,5
buf_4,5
xor2_1,4
nor4_1,4
a311oi_1,4
edfxtp_1,4
-- critical path, delay by kind of cell (launching register included) --
family	cells	cell delay [ns]
DFF	1	0.45
adders and majority gates	1	0.22
muxes	2	1.14
AOI/OAI and AO/OA	3	0.64
buffers and inverters	2	0.83
and+or+nand+nor	6	1.49
-- per-layer routing --
layer	track usage	part of all wire
met2	0.375	0.44
met3	0.0412	0.067
met4	0.0188	0.0041
met1	0.359	0.48
met5	0	0
-- final cells by class --
class,count,share of cell area
Clock inverter,3,0.00343
Multi-Input combinational cell,337,0.587
Tap cell,99,0.0340
Sequential cell,33,0.192
Timing Repair Buffer,53,0.142
Clock buffer,5,0.0189
Inverter,22,0.0227
-- power breakdown --
group | total [uW] | switching (uW) | internal [uW] | leakage, uW
combinational | 204 | 88.0 | 116 | 0.00111
sequential | 223 | 31.3 | 192 | 0.000280
clock | 129 | 68.3 | 61.0 | 0.0000430
total | 556 | 188 | 369 | 0.00143
-- sequential cells by signal, summed over array words and instances (netlist names) --
register    flops
nliczba2        4
nliczba1        4
nliczba6        4
nliczba4        4
restartedx      1
wliczba01       4
nliczba5        4
nliczba3        4
nliczba0        4
-- metrics by stage --
stage	cell area (sq um)	utilization	cells
global placement	3560	0.486	544
finish	3640	0.497	552
global route	3640	0.497	552
detailed placement	3560	0.486	544
floorplan	3060	-	422
CTS	3640	0.497	552
Power figures rest on the tool's default switching activity, not on a simulated workload.
