==> flow/design.v <==
module sound(
	input clk,
	input in,
	output out
);
reg sound = 1;
reg nsound = 1;
reg[14:0] licz = 0;
reg[14:0] nlicz = 0;
always@ (posedge clk)begin
	sound <= nsound;
	licz <= nlicz;
end
always@ ( * )begin
	if(in)begin
		if(licz < 32000) begin
			nsound = 0;
			nlicz = licz + 1;
		end else
		begin
			nlicz = licz;
			nsound = 1;
		end
	end else
	begin 
		nsound = 1;
		nlicz = 0;
	end
end
assign out = nsound;
endmodule
==> flow/run.sh <==
#!/bin/bash
# OpenROAD 26Q1-2900-gdf79404cd8, Yosys 0.63+post, stock flow scripts
make -C /OpenROAD-flow-scripts/flow DESIGN_CONFIG=/design/flow/config.mk WORK_HOME=/design/flow/orfs finish
==> flow/config.mk <==
export PLATFORM = sky130hd
export DESIGN_NAME = sound
export DESIGN_NICKNAME = sound
export VERILOG_FILES = /design/flow/design.v
export SDC_FILE = /design/flow/constraint.sdc
export NUM_CORES = 4
export LEC_CHECK = 1
export CORE_AREA = 10 10 89 89
export DIE_AREA = 0 0 99 99
==> flow/constraint.sdc <==
current_design sound

set clk_period 1.7
set clk_io_pct 0.2

create_clock -name clk0 -period $clk_period [get_ports {clk}]

set non_clock_inputs [all_inputs -no_clocks]
set_input_delay [expr $clk_period * $clk_io_pct] -clock clk0 $non_clock_inputs
set_output_delay [expr $clk_period * $clk_io_pct] -clock clk0 [all_outputs]
==> impl_metrics.ini <==
; yosys + openroad results
[status]
run_status = finished clean

[synthesis]
synth.most_common_cell = dfxtp_1
netlist_instances = 76
xor_share = 0.09428
ys_ff = 15
syn_area_um2 = 743.2
top_cells_by_area = dfxtp_1, xor2_1, nor2_1, mux2i_1, and4_1
simple_gate_area_frac = 0.2239
synth_warnings = 1
synth_top_flop_cell = dfxtp_1
topCombFamilyByArea = simple AND/OR/NAND/NOR gates
largest_area_cell = dfxtp_1
seq_area_frac_synth = 0.4040
muxShareOfSynthArea = 0.04040
synth_cell_types = 29
syn_avg_cell_area_um2 = 9.779
synth-edff-count = 0
ys_sh_aoi = 0.1801
synthTopCellsByCount = dfxtp_1, nor2_1, xor2_1
synth_top_area_share = 0.4040
ys_sh_adder = 0.01684
ys_cells = 76
async_reset_ff_frac = 0
yosysChipArea_um2 = 743.2

[sta]
timing.slew.headroom = 0.7439
rsz0062_at_grt = no
slew_viol_final = 0
fmax_mhz = 663.3
hold_ws_ps = 492.9
finalClockSkew_ps = 2.481
finalCritPeriodShare = 0.8869
worst_pin_slew_ps = 383.8
tns_ps = 0
setup_violations = 0
hold_viol = 0
period_needed_ps = 1508

[route]
antenna_cells = 0
drt_iter0_drc = 12
num_vias = 574
drtAntennaViolNets = 0
wl_um = 1354
vias_per_cell = 3.543
drtPass1Iterations = 4
wire_per_inst_um = 8.358
drc = 0

[placement]
placed_area_um2 = 875.8
gp_congestion = 0.7858
dp_hpwl_um = 942.4
io_buffers = 2
dp.cells = 156

[floorplan]
die_area_um2 = 9801
ios = 3
die_y_um = 99
core_um2 = 5991
fp_util = 0.1241
num_rows = 28
dieWidth_um = 99

[clock_network]
cts_tree = yes
clock_path_buffers = 2
clock_latency_ps = 240
htreeDepth = 1
cts_sinks = 15
clkTransAtPathRegs_ps = 60
root_buffer = clkbuf_8
numCtsBuffers = 3
cts_hold_buf = 0

[power]
p_total_uw = 675.7
power.density_nw_per_um2 = 714.4
ir_drop_mv = 0.5321
p_leak_uw = 0.0003720

[min_path]
hold_path.class = register to register

[job]
cap_violations = 0
warnings = 25

[global_route]
grt_usage = 0.02973
grt-ovfl-total = 0
grt_start_max_net_pins = 13
first_global_vias = 574
antenna_found_initial = 0
grt_pass1_wl_um = 2566

[critical_path]
worstSetupPathType = register to primary output
worstPathMaxFanout = 2
crit_required_ps = 1360
start_kind = register
crit_path_end_kind = primary output
arrival_ps = 1170

[final_layout]
reg_top3 = licz x15
regMostFlops = licz
largest_register_ffs = 15
final_area_um2 = 945.9
drive_gt1_frac = 0.2529
finalNonFillerCells = 162
area.growth.synth_to_final_pct = 27.27
-- per-layer routing --
| metal | up-vias | GRT usage | share of wire | wire length [µm] |
|---|---|---|---|---|
| li1 | 299 | - | - | - |
| met1 | 265 | 0.03953 | 0.51 | 689 |
| met2 | 8 | 0.04609 | 0.43 | 587 |
| met3 | 2 | 0.01128 | 0.052 | 70 |
| met4 | 0 | 0.003308 | 0.0052 | 7 |
| met5 | - | 0 | 0 | 0 |
-- logic make-up after synthesis --
logic type | Yosys count
simple gates | 30
xor+xnor | 8
fa+ha+maj | 1
flops | 15
mux | 3
buf+inv | 4
compound gates | 15
-- path summary, 6_finish.rpt --
check / start / end / slack [ps] / cells after the start
max: licz[12] / out / 190 / 4
max reg2reg: licz[2] / licz[12] / 220 / 3
min: licz[14] / licz[14] / 490 / 1
min reg2reg: licz[14] / licz[14] / 490 / 1
-- worst max-delay path, stage by stage (launching register included) --
cell           delay (ps)
dfxtp_2               350
nand4_4               100
or2_1                 230
nand2_1                60
dlygate4sd2_1         190
-- layout make-up --
type / instances / area (µm²)
fillers: 662 / 5045
multi-input cells: 57 / 412.9
flip-flops and latches: 15 / 311.5
well taps: 75 / 93.84
repair buffers: 10 / 78.83
clock buffers: 4 / 45.04
inverters: 1 / 3.754
-- timing repair --
action | in CTS | in global routing
setup endpoints to repair | 1 | 0
resized | 9 | 0
buffers inserted | 2 | 0
-- where the power goes --
group / internal (µW) / switching, µW / leakage (µW)
sequential: 356 / 5.24 / 0.000125
combinational: 12.8 / 15.5 / 0.000224
clock: 166 / 120 / 0.0000228
total: 535 / 141 / 0.000372
-- stage by stage --
stage,util,worst slack [ps]
global route,0.1579,99.48
detailed placement,0.1462,75.03
CTS,0.1579,175.0
floorplan,-,363.7
global placement,0.1462,70.61
finish,0.1579,192.3
-- cells in the final DEF (no fill, tap or decap), types with 2 or more instances in the layout --
cell / n
nor2_1: 12
dfxtp_1: 8
buf_4: 8
xor2_1: 7
dfxtp_2: 6
nand2_1: 5
and4_1: 3
o21ai_0: 3
mux2i_1: 3
o2111ai_1: 3
clkbuf_8: 3
nand3_1: 2
and3_1: 2
o211ai_1: 2
No activity file was given, so power comes from the tool's default toggle rates.
